`/design/flow/run.sh`:
```
#!/bin/bash
# OpenROAD 26Q1-2900-gdf79404cd8, Yosys 0.63+post, stock flow scripts
make -C /OpenROAD-flow-scripts/flow DESIGN_CONFIG=/design/flow/config.mk WORK_HOME=/design/flow/orfs finish
```
`/design/flow/constraint.sdc`:
```
current_design dma_input_bridge

set clk_period 3.2
set clk_io_pct 0.2

create_clock -name clk0 -period $clk_period [get_ports {clk}]

set non_clock_inputs [all_inputs -no_clocks]
set_input_delay [expr $clk_period * $clk_io_pct] -clock clk0 $non_clock_inputs
set_output_delay [expr $clk_period * $clk_io_pct] -clock clk0 [all_outputs]
```
`/design/flow/design.v`:
```
`timescale 1ns / 1ps
module dma_input_bridge #(
    parameter DATA_W = 8,
    parameter ADDR_W = 12
)(
    input  wire                 clk,
    input  wire                 reset,
    input  wire [DATA_W-1:0]    s_axis_tdata,
    input  wire                 s_axis_tvalid,
    input  wire                 s_axis_tlast,
    output wire                 s_axis_tready,
    input  wire                 active_in_buf,  
    output reg  [ADDR_W-1:0]    bufA_addr,
    output reg  [DATA_W-1:0]    bufA_data,
    output reg                  bufA_we,
    output reg  [ADDR_W-1:0]    bufB_addr,
    output reg  [DATA_W-1:0]    bufB_data,
    output reg                  bufB_we,
    output reg                  dma_done
);
    assign s_axis_tready = 1'b1;
    always @(posedge clk or posedge reset) begin
        if (reset) begin
            bufA_addr <= 0;
            bufB_addr <= 0;
            bufA_we   <= 0;
            bufB_we   <= 0;
            dma_done  <= 0;
        end else begin
            bufA_we  <= 0;
            bufB_we  <= 0;
            dma_done <= 0;
            if (s_axis_tvalid) begin
                if (active_in_buf == 1'b0) begin
                    bufA_data <= s_axis_tdata;
                    bufA_we   <= 1'b1;
                    bufA_addr <= bufA_addr + 1'b1;
                end else begin
                    bufB_data <= s_axis_tdata;
                    bufB_we   <= 1'b1;
                    bufB_addr <= bufB_addr + 1'b1;
                end
                if (s_axis_tlast) begin
                    dma_done  <= 1'b1;
                    bufA_addr <= 0;
                    bufB_addr <= 0;
                end
            end
        end
    end
endmodule
```
`/design/flow/config.mk`:
```
export PLATFORM = sky130hd
export DESIGN_NAME = dma_input_bridge
export DESIGN_NICKNAME = dma_input_bridge
export VERILOG_FILES = /design/flow/design.v
export SDC_FILE = /design/flow/constraint.sdc
export NUM_CORES = 4
export LEC_CHECK = 1
export CORE_AREA = 10 10 111 111
export DIE_AREA = 0 0 121 121
```
==> results.txt <==
Notes on the physical design

STA classifies the critical path startpoint as an input pin. The post-route clock period utilization is 68.81%. Routability-driven placement finished with a final weighted congestion of 0.7592.

After layout, the setup clock skew is reported as 0.003638 ns. The wire length of the first global-routing pass is 7286 um. The number of standard cells reported by yosys is 157. The net switching power in the latest report is 284.9 uW.

Counting both buffers and inverters, the worst setup path holds a total of 1. The area of the placeable core is 9864 um2. Note that the worst hold path type here is reg -> reg. Per the timing report, the achievable frequency comes out to approximately 450 MHz. The number of clock buffers inserted by TritonCTS is 5. The power density over cell area is 422.6 nW/um2.

Hold repair after CTS inserted 0 buffers. The number of global-route vias before repair was around 1300. The average wire per standard cell is 13.31 um.

The proportion of synthesized flip-flops having asynchronous set or reset is 62.79%. For this run, the leading register cell type out of synthesis is sky130_fd_sc_hd__dfrtp_1. The first routing iteration left 63 violations. The critical path maximum fanout is 12. Setup repair after global routing left no endpoint under its margin. The area fraction of the largest cell type after synthesis is 36.17%. Across all checked pins, the minimum headroom to the slew limit is 65.37%.

The run finished with clean final reports. The count of unresolved DRC violations after routing is 0. Sorting the synthesized cells by area gives the leading types as sky130_fd_sc_hd__dfrtp_1 (36%), sky130_fd_sc_hd__edfxtp_1 (26%), sky130_fd_sc_hd__xnor2_1 (6.1%), sky130_fd_sc_hd__nor2_1 (3.8%), sky130_fd_sc_hd__inv_1 (1.8%).

At the worst endpoint, the arrival time is 2.18 ns. The post-cts repair resize count is 0. The detailed-routing iteration count for the pre-antenna-repair pass is 4.

The area of the mapped netlist is 1868 um2. The post-synthesis area per instance is 11.90 um2. The leakage power is 0.9725 nW. The Yosys warning count is 1. TritonCTS built the clock tree. Hold is met by 0.5508 ns.

Before placement the cells fill 18.94% of the core. Of the total synthesized cell area, the portion taken by AND-OR and OR-AND cells is 6.966%. Row generation in the floorplan step produced 36 rows. The delay of the slowest cell on the worst path is approximately 0.72 ns. The number of buffer cells added on primary ports is 55. The overall routing resource usage is 6.195%. Per the skew report, the later register of the worst-skew pair sees a clock latency of 0.30 ns. The worst setup path is of the in -> reg kind. The final period demand of the worst path is 2.202 ns. The adder and majority cell fraction of the synthesized area is under 10%. The total global routing overflow is 0. The initial antenna violation count came to 0. During I/O placement, the number of pins put on the boundary was 57.

The category of cells accounting for the largest share of critical-path delay is simple AND/OR/NAND/NOR gates. OpenROAD emitted warnings numbering 25. Counting flops and latches in the post-synthesis netlist gives 43. The antenna diode instance count is 0. Summing the sequential cell areas from Yosys gives roughly three fifths of the chip area. The tool flagged a number of max-cap violations equal to 0.

The share of synthesized area spent on multiplexers is 0%. In the synthesized netlist, the number of instances is 157. The final report lists the setup-violating endpoint count as 0. The area added between synthesis and finish is 42.26%. The CTS log lists the clock sinks for this run as ~43. Measured along the x axis, the die boundary spans approximately 120 um. The post-synthesis cell type with the largest combined area is sky130_fd_sc_hd__dfrtp_1.

The number of vias in the routed layout is 1389. The clock network burns about 33% of the power. In the synthesized netlist, the dominant kind of combinational cell is simple AND/OR/NAND/NOR gates. In this run, synthesis inferred 16 flip-flops with an integrated enable.

The portion of total power attributed to sequential cells is 55.6%. The HPWL after detailed placement is 3540 um. After synthesis, the chip area reported by Yosys is 1868 um2. The number of hold violations in the final report is 0. Walking the worst path, the cells encountered are clkdlybuf4s50_1 > nor2b_1 > and2_1. The layout summary lists the proportion of cells stronger than drive strength 1 as 7.907%. The design internal power is 838.3 uW. VDD sags by at most ~190 uV.

Per the repair_timing log after CTS, setup buffers inserted total 0. Combinational logic burns 11.3% of the power. Entering global routing, the biggest net connects 17 pins. The remaining antenna violation count after routing is 0.

Per the OpenROAD floorplan log, the area of the die is 14640 um2. Dividing the detail-routed via count by the number of cells gives 3.991. The most repeated cell in the gate-level netlist after synthesis is sky130_fd_sc_hd__dfrtp_1. The setup TNS after final layout is 0 ns. CTS reports a maximum clock tree buffer depth of 2. The y dimension of the die is 121 um. Looking at the max-slew report, the worst-margin pin has a slew of 0.5195 ns.

The capturing element type of the critical path is a flip-flop. The cell-mix breakdown from Yosys lists the simple-gate area share as between 15 and 20%. In this run the number of H-tree levels came out at 2. Looking at the critical path, the single cell with the biggest stage delay is sky130_fd_sc_hd__clkdlybuf4s50_1. In this run, distinct cell masters in the synthesized netlist total approximately 40. The routed wire length is 4633 um. The xor and xnor area share after synthesis is under 10%.

The commonest cells after synthesis are sky130_fd_sc_hd__dfrtp_1 (27), sky130_fd_sc_hd__nor2_1 (19), sky130_fd_sc_hd__edfxtp_1 (16), sky130_fd_sc_hd__xnor2_1 (13). The final max-slew violation count recorded for this run is 0. Of the total power, the share spent switching nets is 25.36%. The required time at the worst-slack endpoint is roughly 3.2 ns. The clock transition time at the flip-flop clock pins of the worst setup and hold paths is 0.09 ns. The master cell of the clock root buffer is sky130_fd_sc_hd__clkbuf_8.
==> power groups by stage <==
| stage | sequential, mW | clock (mW) | combinational [mW] |
|---|---|---|---|
| 6_report | 0.625 | 0.371 | 0.127 |
| 5_1_grt | 0.631 | 0.407 | 0.142 |
| 4_1_cts | 0.625 | 0.389 | 0.132 |
==> kinds of logic after synthesis <==
kind of cell / count (synthesis)
other: 1
AND-OR/OR-AND: 18
buffers and inverters: 17
AND/OR/NAND/NOR: 61
XOR/XNOR: 15
adder cells (fa/ha/maj): 2
flip-flops: 43
==> flip-flops by register name, summed over array words and instances (netlist names) <==
| signal | count |
|---|---|
| dma_done | 1 |
| bufA_addr | 12 |
| bufA_we | 1 |
| bufB_data | 8 |
| bufB_addr | 12 |
| bufB_we | 1 |
| bufA_data | 8 |
==> worst min-delay path, cell delays in order (launching register included) <==
cell and delay (ns):
sky130_fd_sc_hd__dfrtp_1 0.37, sky130_fd_sc_hd__xnor2_1 0.12, sky130_fd_sc_hd__nor2_1 0.04
==> worst paths after layout <==
kind / startpoint / to / slack [ns] / depth (start not counted)
worst min-delay path: bufB_addr[11] / bufB_addr[11] / 0.55 / 2
worst min register to register: bufB_addr[11] / bufB_addr[11] / 0.55 / 2
worst max-delay path: s_axis_tvalid / bufA_data[7] / 1.0 / 3
min in group asynchronous: reset / bufB_addr[1] / 0.70 / 3
max in group asynchronous: reset / dma_done / 2.33 / 3
worst max register to register: bufB_addr[0] / bufB_addr[10] / 1.71 / 5
==> cell usage in the layout (no fill, tap or decap), types with 4 or more instances in the layout <==
cell,synthesis,routed
sky130_fd_sc_hd__nor2_1,19,19
sky130_fd_sc_hd__xnor2_1,13,13
sky130_fd_sc_hd__nand2_1,9,9
sky130_fd_sc_hd__nand3_1,5,5
sky130_fd_sc_hd__dfrtp_1,27,27
sky130_fd_sc_hd__clkdlybuf4s50_1,0,55
sky130_fd_sc_hd__edfxtp_1,16,16
sky130_fd_sc_hd__nor3_1,5,5
sky130_fd_sc_hd__and2_1,4,4
sky130_fd_sc_hd__nor4_1,5,5
sky130_fd_sc_hd__clkbuf_8,0,5
sky130_fd_sc_hd__nand4_1,4,4
sky130_fd_sc_hd__inv_1,9,9
==> metrics by stage <==
step	util, %	cells	cell area, um2	power (mW)	setup WS (ns)
3_3_place_gp	25.98	340	2562	0.7670	0.7409
4_1_cts	26.94	348	2658	1.146	1.013
6_report	26.94	348	2658	1.123	0.9980
5_1_grt	26.94	348	2658	1.180	0.8845
2_1_floorplan	-	157	1868	0.6799	1.252
3_5_place_dp	25.98	340	2562	0.7676	0.6761
==> routing by layer <==
layer | GRT usage, % | part of all wire, % | vias to the layer above
met5 | 0 | 0 | -
met4 | 0.3771 | 0.43 | 0
met3 | 2.881 | 10 | 4
met2 | 8.741 | 42 | 49
met1 | 8.929 | 47 | 666
li1 | - | - | 670
==> cell type report <==
class / instances / area, um2
fillers: 1002 / 7207
flip-flops and latches: 43 / 1156
multi-input cells: 97 / 633.1
repair buffers: 58 / 573.1
well taps: 133 / 166.4
clock buffers: 5 / 68.82
inverters: 9 / 33.78
clock inverters: 3 / 26.28
Power figures rest on the tool's default switching activity, not on a simulated workload.
