==> design/flow/design.v <==
`timescale 1ns / 1ps
module pe_controller #(
    parameter NUM_PE = 3    
)(
    input              clk,
    input              rst_n,
    input              opcode_valid,
    input      [63:0]  opcode,
    input              bufA_loaded,
    input              bufB_loaded,
    input      [NUM_PE-1:0] pe_done,
    output reg [NUM_PE-1:0] pe_start,
    output reg              weight_buf_sel,  
    output reg [15:0] cin_tile_idx,
    output reg [15:0] cout_tile_base,
    output reg [15:0] h_tile_idx,
    output reg [15:0] w_tile_idx,
    output reg              layer_done
);
    wire [7:0] Cin_tiles;    
    wire [7:0] Cout_tiles;
    wire [7:0] H_tiles;
    wire [7:0] W_tiles;
    assign Cin_tiles  = opcode[47:40];
    assign Cout_tiles = opcode[39:32];
    assign H_tiles    = opcode[31:24];
    assign W_tiles    = opcode[23:16];
    localparam IDLE       = 3'd0;
    localparam WAIT_BUF   = 3'd1;
    localparam START_TILE = 3'd2;
    localparam WAIT_PE    = 3'd3;
    localparam ADV_TILE   = 3'd4;
    localparam DONE       = 3'd5;
    reg [2:0] state, next_state;
    reg [15:0] cin_cnt;
    reg [15:0] cout_cnt;
    reg [15:0] h_cnt;
    reg [15:0] w_cnt;
    wire all_pe_done;
    assign all_pe_done = &pe_done;
    always @(posedge clk or negedge rst_n) begin
        if (!rst_n) begin
            state          <= IDLE;
            cin_cnt        <= 16'd0;
            cout_cnt       <= 16'd0;
            h_cnt          <= 16'd0;
            w_cnt          <= 16'd0;
            weight_buf_sel <= 1'b0;
        end else begin
            state <= next_state;
            if (state == IDLE && opcode_valid) begin
                cin_cnt  <= 16'd0;
                cout_cnt <= 16'd0;
                h_cnt    <= 16'd0;
                w_cnt    <= 16'd0;
            end
            if (state == ADV_TILE) begin
                if (cin_cnt + 1 < Cin_tiles) begin
                    cin_cnt <= cin_cnt + 1;
                end else begin
                    cin_cnt <= 16'd0;
                    if (cout_cnt + NUM_PE < Cout_tiles) begin
                        cout_cnt <= cout_cnt + NUM_PE;
                    end else begin
                        cout_cnt <= 16'd0;
                        if (w_cnt + 1 < W_tiles) begin
                            w_cnt <= w_cnt + 1;
                        end else begin
                            w_cnt <= 16'd0;
                            h_cnt <= h_cnt + 1;
                        end
                    end
                end
            end
            if (state == DONE) begin
                weight_buf_sel <= ~weight_buf_sel;
            end
        end
    end
    always @(*) begin
        next_state = state;
        pe_start   = {NUM_PE{1'b0}};
        layer_done = 1'b0;
        case (state)
            IDLE: begin
                if (opcode_valid)
                    next_state = WAIT_BUF;
            end
            WAIT_BUF: begin
                if ((weight_buf_sel == 1'b0 && bufA_loaded) ||
                    (weight_buf_sel == 1'b1 && bufB_loaded))
                    next_state = START_TILE;
            end
            START_TILE: begin
                pe_start   = {NUM_PE{1'b1}};
                next_state = WAIT_PE;
            end
            WAIT_PE: begin
                if (all_pe_done)
                    next_state = ADV_TILE;
            end
            ADV_TILE: begin
                if ((h_cnt + 1 >= H_tiles) &&
                    (w_cnt + 1 >= W_tiles) &&
                    (cout_cnt + NUM_PE >= Cout_tiles) &&
                    (cin_cnt + 1 >= Cin_tiles))
                    next_state = DONE;
                else
                    next_state = START_TILE;
            end
            DONE: begin
                layer_done = 1'b1;
                next_state = IDLE;
            end
            default: next_state = IDLE;
        endcase
    end
    always @(*) begin
        cin_tile_idx   = cin_cnt;
        cout_tile_base = cout_cnt;
        h_tile_idx     = h_cnt;
        w_tile_idx     = w_cnt;
    end
endmodule
==> design/flow/run.sh <==
#!/bin/bash
# OpenROAD 26Q1-2900-gdf79404cd8, Yosys 0.63+post, stock flow scripts
make -C /OpenROAD-flow-scripts/flow DESIGN_CONFIG=/design/flow/config.mk WORK_HOME=/design/flow/orfs finish
==> design/flow/config.mk <==
export PLATFORM = sky130hd
export DESIGN_NAME = pe_controller
export DESIGN_NICKNAME = pe_controller
export VERILOG_FILES = /design/flow/design.v
export SDC_FILE = /design/flow/constraint.sdc
export NUM_CORES = 4
export LEC_CHECK = 1
export CORE_UTILIZATION = 40
==> design/flow/constraint.sdc <==
current_design pe_controller

set clk_period 7.0
set clk_io_pct 0.2

create_clock -name clk0 -period $clk_period [get_ports {clk}]

set non_clock_inputs [all_inputs -no_clocks]
set_input_delay [expr $clk_period * $clk_io_pct] -clock clk0 $non_clock_inputs
set_output_delay [expr $clk_period * $clk_io_pct] -clock clk0 [all_outputs]
==> impl_metrics.ini <==
; generated from flow reports
[detailed_routing]
routedWlPerCell_um = 15.65
antenna_cells = 0
viasPerCell = 5.639
first_iter_violations = 291
vias = 4534
first_pass_iters = 4
ant_nets = 0
drc = 0
wirelength_mm = 12.58

[die]
rows = 40
die_h_um = 112.6
initCoreUtil_pct = 40.87
dieArea_sq_um = 12670
core_region_area_sq_um = 11960
num_io_pins = 141
die_x_um = 112.6

[yosys]
synth-async-reset-ratio_pct = 100.0
synth_top_flop_cell = dfrtp_1
ys.flops = 71
ys_types = 58
ys_seq_share_pct = 36.37
ys_chip_area_sq_um = 4888
ys_cells = 552
edf_count = 0
ys_warn_count = 1
synth.cell_area_sq_um = 4888
syn_avg_cell_area_sq_um = 8.856
postSynthCellCount = 552

[timing]
maxSlewHeadroom_pct = 43.75
setup_violations = 0
worst_slack_ns = 2.882
period_needed_ns = 4.118
fin_worst_skew_ns = 0.007041
fin_setup_tns_ns = 0
worst_pin_slew_ns = 0.8437
max_freq_ghz = 0.2428
rsz0062_at_grt = no
finalClockPeriodUsage_pct = 58.84
hold_viol = 0
whs_ns = 0.4674
maxSlewViolCount = 0

[place]
hpwl_mm = 8.832
routabilityCongestion = 0.8821
dp_worst_setup_slack_ns = 2.533
io_buffers = 108

[power]
switching_share_pct = 22.88
switching_power_uw = 212.7
finalPower_uw = 929.5
pwr-share-clk_pct = 44.6
power_density_nw_per_um2 = 146.6
intPower_uw = 716.8
comb_power_share_pct = 9.4
seqPwrFrac_pct = 46.0
worst_ir_drop_vdd_mv = 0.08592
p_leak_nw = 2.943

[worst_setup_path]
cp_num_buf_inv = 3
crit_family = simple AND/OR/NAND/NOR gates
worstPathArrival_ns = 4.34
cp_common_cell = o21a_1
path_cells = clkdlybuf4s50_1 > inv_1 > ha_1 > nor2b_1 > o21a_1 > o21a_1 > o21bai_1 > and4_1 > nor3_1 > buf_4 > a211o_1
endpoint_kind = flip-flop
cp_data_required_time_ns = 7.22
critPathLaunchType = primary input
crit_path_max_fanout = 21
slowest_delay_ns = 0.79
path_class = in -> reg
crit_slowest_cell = and4_1

[finish]
lay_top_cells = clkdlybuf4s50_1 (107), dfrtp_1 (70), nand2_1 (51)
syn_to_final_growth_pct = 29.74
drive_gt1_share_pct = 5.936
fillCellCount = 1070
lay_top_count = clkdlybuf4s50_1

[clock_network]
root_buffer = clkbuf_16
cts_sinks = 71
clk_latency_ns = 0.34
cts_made_buffers = 9
cts_hold_buffers = 0
clk_pin_slew_worst_paths_ns = 0.05
tritoncts = built
clock_path_buffers = 2
post_cts_resized = 0
cts_setup_buffers = 0
cts_max_level = 3

[global_route]
grt_overflow = 0
grt_usage_pct = 20.99
grt_max_degree = 42
antenna_found_initial = 0
grt_first_pass_wirelength_mm = 20.99
first_global_vias = 4238

[worst_hold_path]
hp-class = reg -> reg

[flow_run]
cap_violations = 0
warnings = 57

[outcome]
outcome = finished, final reports clean
-- synth_stat cells, drive strengths merged, types with 8 or more instances --
cell type	n	area [sq um]
nand2b	10	62.56
nand2	51	191.4
and3	23	143.9
xnor2	13	113.9
dfrtp	70	1752
a21oi	15	75.07
a32o	11	110.1
nand3	27	135.1
ha	36	450.4
inv	44	165.2
o21ai	22	113.9
nor2	30	112.6
nand4	27	168.9
a31oi	12	75.07
xor2	12	105.1
clkbuf	13	50.04
a211o	8	70.07
and4	8	70.07
and2	8	50.05
nor4	12	81.33
mux2i	9	90.09
nor3	13	65.06
buf	14	81.33
-- area by class of cell --
type                            instances  area (sq um)  share of cell area [%]
Clock buffer                           15         257.7                   4.064
Clock inverter                          1         5.005                 0.07891
Inverter                               44         165.2                   2.604
Multi-Input combinational cell        410          2814                   44.37
Sequential cell                        71          1778                   28.03
Tap cell                              147         183.9                   2.900
Timing Repair Buffer                  116          1139                   17.95
-- routing by layer --
| layer | global-route usage (%) | share of wire (%) |
|---|---|---|
| met1 | 32.46 | 48 |
| met2 | 32.30 | 45 |
| met3 | 3.412 | 4.9 |
| met5 | 0 | 0 |
| met4 | 3.556 | 1.6 |
-- metrics by stage --
stage / instance area, sq um / std cells / util, %
global placement: 6080 / 788 / 50.83
CTS: 6342 / 804 / 53.02
floorplan: 4888 / 552 / -
detailed placement: 6080 / 788 / 50.83
finish: 6342 / 804 / 53.02
global route: 6342 / 804 / 53.02
-- state kept, by name, summed over array words and instances, names as in the netlist --
name and cells:
cin_cnt 16, cout_cnt 16, h_cnt 16, w_cnt 16, state 6, weight_buf_sel 1
-- final timing paths --
check / start / to / slack (ns) / depth (start not counted)
hold reg to reg: state[3]$_DFF_PN0_ / state[3]$_DFF_PN0_ / 0.47 / 2
setup reg to reg: cout_cnt[0]$_DFF_PN0_ / h_cnt[11]$_DFF_PN0_ / 3.32 / 13
min in group asynchronous: rst_n / w_cnt[10]$_DFF_PN0_ / 0.99 / 1
max in group asynchronous: rst_n / state[0]$_DFF_PN1_ / 5.11 / 2
hold / removal: state[3]$_DFF_PN0_ / state[3]$_DFF_PN0_ / 0.47 / 2
setup / recovery: opcode[33] / h_cnt[11]$_DFF_PN0_ / 2.88 / 11
-- logic make-up after synthesis --
family	share of synthesized area, %
simple gates	25.34
fa+ha+maj	9.214
buf+inv	6.066
xor+xnor	4.479
mux	2.764
compound gates	15.77
flops	36.37
-- tightest hold or removal path: cells and delay by family, from the launching register on --
family	cells	cell delay [ns]
AND/OR/NAND/NOR	2	0.11
flip-flops	1	0.33
-- power groups by stage --
stage / Sequential (mW) / Combinational [mW] / Clock, mW
CTS: 0.427 / 0.0888 / 0.425
global route: 0.428 / 0.102 / 0.447
finish: 0.427 / 0.0871 / 0.415
Power and IR drop assume default switching activity.
