## ./design.v

```verilog
module line_buffer #(
    parameter DATA_WIDTH = 8,
    parameter IMG_WIDTH  = 224
)(
    input  wire clk,
    input  wire ce,             
    input  wire [DATA_WIDTH-1:0] din,
    output wire [DATA_WIDTH-1:0] dout
);
    reg [DATA_WIDTH-1:0] ram [0:IMG_WIDTH-1];
    reg [10:0] rd_ptr = 0;
    always @(posedge clk) begin
        if (ce) begin
            dout <= ram[rd_ptr];
            ram[rd_ptr] <= din;
            if (rd_ptr == IMG_WIDTH - 1)
                rd_ptr <= 0;
            else
                rd_ptr <= rd_ptr + 1;
        end
    end
endmodule
```

## ./run.sh

```bash
#!/bin/bash
# OpenROAD 26Q1-2900-gdf79404cd8, Yosys 0.63+post, stock flow scripts
make -C /OpenROAD-flow-scripts/flow DESIGN_CONFIG=/design/flow/config.mk WORK_HOME=/design/flow/orfs finish
```

## ./config.mk

```make
export PLATFORM = sky130hd
export DESIGN_NAME = line_buffer
export DESIGN_NICKNAME = line_buffer
export VERILOG_FILES = /design/flow/design.v
export SDC_FILE = /design/flow/constraint.sdc
export NUM_CORES = 4
export LEC_CHECK = 1
export CORE_UTILIZATION = 50
```

## ./constraint.sdc

```tcl
current_design line_buffer

set clk_period 46.2
set clk_io_pct 0.2

create_clock -name clk0 -period $clk_period [get_ports {clk}]

set non_clock_inputs [all_inputs -no_clocks]
set_input_delay [expr $clk_period * $clk_io_pct] -clock clk0 $non_clock_inputs
set_output_delay [expr $clk_period * $clk_io_pct] -clock clk0 [all_outputs]
```

==> results.yml <==
# implementation run metrics
yosys:
  synthXorXnorAreaFrac_pct: 0.112
  synth_cell_type_count: 60
  synth-seq-cells: 1811
  synth-cells-yosys: 3257
  synth-adder-area-share_pct: 0.0711
  syn-mean-instance-area_um2: 21.6
  synth.largest_area_cell: "edfxtp_1"
  synth_area_um2: 70400
  synth.area.top_cells: "edfxtp_1 77%, mux4_2 15%, nor2_1 1.3%"
  synth_largest_type_area_fraction_pct: 77.3
  synth_top_flop_cell: "edfxtp_1"
  async_sr_flop_fraction_pct: 0
  netlist_logic_family_top: "multiplexers"
  enable_flop_cells: 1811
  yosys.stat.chipArea_um2: 70400
  synthMuxAreaShare_pct: 16.1
  postSynthCellCount: 3257
  ys_sh_aoi_pct: 2.01
  yosysWarningCount: 2
  postSynthSeqShare_pct: 77.3
  simple_gate_area_share_pct: 2.97
critical_path:
  timing.reg2reg.worst_path_depth: 9
  crit_fanout: 33
  timing.reg2reg.setup_slack_ns: 40.90
  worstPathCellList: "buf_2 -> buf_4 -> nand3_1 -> buf_4 -> nor2_1"
  timing.critical_path.slowest_cell_delay_ns: 0.74
  critical_path_arrival_ns: 11.80
  setup.worst_path.class: "primary input to flip-flop"
  worst-endpoint-required_ns: 46.64
  worst_r2r_endpoint: "dout[2]$_DFFE_PP_"
  kind_of_launch_point_of_the_worst_setup_path: "primary input"
  end_kind: "flip-flop"
  critical_path.slowest_cell: "nand3_1"
  reg2reg_from: "rd_ptr[0]$_SDFFCE_PN0P_"
  critical_path.most_common_cell: "buf_4"
routing:
  first_pass_iters: 5
  drt-wirelength-per-cell_um: 34.4
  vias_per_cell: 6.31
  vias: 34100
  route.final.wire_length_um: 186000
  drt_iter0_markers: 2353
  final_antenna_net_count: 0
  drc_errors: 0
global_routing:
  grt_antenna_before_repair: 6
  gr-total-overflow: 0
  grt_max_degree: 119
  grt_util_overall_pct: 30.6
  grt_pass1_wl_um: 268000
  first_global_vias: 39000
power_and_ir_drop:
  power.ir.vdd_worst_mv: 0.0504
  power_per_cell_area_nw_per_um2: 45.2
  p_leak_uw: 0.0243
sta:
  timing.fmax_ghz: 0.0880
  fin_tns_setup_ns: 0
  slew_limit_headroom_pct: 23.3
  final_max_slew_viol_count: 0
  setup_ws_ns: 34.84
  final_period_minus_worst_setup_slack_ns: 11.36
  report.final.hold_viol_count: 0
  worst_clock_skew_ns: 0.0405
  setup_violations: 0
  worstMarginPinSlew_ns: 1.14
  final_min_period_over_clock_period_pct: 24.6
  setup_repair_after_global_routing_missed_its_margin: "no"
clocking:
  clkSlewWorstSetupHoldPaths_ns: 0.06
  clock_insertion_delay_worst_skew_ns: 0.81
  cts_resized: 0
  cts_setup_buffers: 0
  postCtsHoldBufs: 0
  numClockSinks: 1811
  cts_buffers: 181
  h-tree-depth: 4
  cts_tree: "done"
  root_buffer: "clkbuf_16"
  max-clock-path-buffers: 3
placed_design:
  dp_hpwl_um: 114000
  post-place-cells: 5061
  gp_routability_congestion: 0.954
  place.port_buffers: 17
  pre_cts_slack_ns: 34.09
floorplan:
  placeableCoreArea_um2: 140000
  die_outline_area_um2: 142000
  fp-row-count: 137
  num_io_pins: 18
  floorplan.initialDensity_pct: 50.4
  chipHeight_um: 377
  die_width_um: 377
run:
  warning_count: 32
  drv.max_cap_violation_count: 0
min_path:
  min_path_cells: 1
  holdCritPathClass: "flip-flop to flip-flop"
  hold_path_end: "rd_ptr[10]$_SDFFCE_PN0P_"
  hold_start: "rd_ptr[10]$_SDFFCE_PN0P_"
finish:
  post_route_cells_drive_above_1_share_pct: 25.1
  fillCellCount: 10000
  seq_area_um2: 54400
  logic_area_um2: 15000
  final_non_filler_cell_total: 5396
  layout-area-overhead-vs-synth_pct: 12.1
status:
  status: "finished, final reports clean"
## layer usage
| layer | vias to the layer above | global-route usage (%) | routed length, um |
|---|---|---|---|
| li1 | 13900 | - | - |
| met2 | 2808 | 41.3 | 84800 |
| met3 | 314 | 26.9 | 36800 |
| met1 | 17000 | 38.7 | 57300 |
| met5 | - | 2.88 | 567 |
| met4 | 26 | 7.65 | 6090 |
## worst max-delay path by stage
stage / startpoint / endpoint / slack [ns]
6_report: ce / ram[15][7]$_DFFE_PP_ / 34.84
5_1_grt: ce / ram[31][4]$_DFFE_PP_ / 34.75
4_1_cts: ce / ram[15][1]$_DFFE_PP_ / 34.96
## where the power goes
| part | internal (uW) | switching, uW |
|---|---|---|
| clock network | 875 | 616 |
| logic | 85.5 | 174 |
| registers | 1810 | 2.24 |
## registers in the layout, indices dropped and copies added (netlist names)
name	count
ram	1792
dout	8
rd_ptr	11
## logic make-up after synthesis
logic type | count (synthesis)
muxes | 555
adders and majority gates | 4
and+or+nand+nor | 486
DFF | 1811
buffers and inverters | 208
xor gates and xnor gates | 9
AOI/OAI and AO/OA | 184
## through the flow
stage / power (uW) / hold slack [ns] / utilization [%] / instance area [um2]
final: 3570 / 0.595 / 56.5 / 78900
after global routing: 3670 / 0.612 / 56.5 / 78900
after CTS: 3590 / 0.602 / 56.5 / 78900
after detailed placement: 2110 / 0.574 / 52.1 / 72800
after global placement: 2110 / 0.561 / 52.1 / 72800
after floorplan: 1990 / 0.543 / - / 70400
## synthesized netlist by cell type (4+ instances only)
library cell,n
buf_1,15
a311oi_1,5
a31oi_1,16
o211ai_1,4
nand2b_1,7
edfxtp_1,1811
a21oi_1,5
and2_1,6
mux4_2,457
nor2_1,249
buf_4,34
xnor2_1,5
nand4_1,11
and3_1,6
xor2_1,4
buf_2,36
a22o_1,10
nand3_1,54
o22ai_1,17
a211oi_1,11
nand4b_1,6
o21ai_0,15
ha_1,4
mux2_2,21
nand2_1,110
mux2i_1,77
a221o_1,8
a32oi_1,13
inv_1,6
nor3_1,7
clkbuf_1,101
buf_6,11
a221oi_1,20
nor2b_1,17
or3_1,6
a22oi_1,30
o221ai_1,4
## cells in the final DEF (no fill, tap or decap), types with 27 or more instances in the layout
cell type and count:
bufinv_16 27, clkinv_1 37, buf_4 108, mux4_2 457, nand2_1 110, clkbuf_16 182
clkinv_2 37, mux2i_1 77, a22oi_1 30, nor2_1 246, edfxtp_1 1811, nand3_1 54
## critical path: cells and delay by family
kind	cells	cell delay [ns]
and+or+nand+nor	2	1.29
buffers and inverters	3	1.24
## layout make-up
cell class	instances	share of cell area, %
clock inverter	129	1.87
inverter	8	0.0381
timing repair buffer	128	1.33
tap	1876	2.98
clock buffer	201	5.86
antenna	5	0.0159
multi-input combinational	1238	19.0
sequential	1811	68.9
Power is estimated from default activity; no workload was simulated.
